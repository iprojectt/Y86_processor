`flow/design.v`:
```
module pipe_control (m_stat,W_stat,D_icode,E_icode,M_icode,d_srcA,d_srcB,E_dstM,e_cnd,F_stall,D_stall,D_bubble,E_bubble,set_cc);
    input [2:0] m_stat,W_stat;
    input [3:0] D_icode,E_icode,M_icode;
    input [3:0] d_srcA,d_srcB,E_dstM;
    input e_cnd;
    output reg F_stall, D_stall, D_bubble, E_bubble,set_cc;
    always @(*)
    begin
        F_stall=0;
        D_stall=0;
        D_bubble=0;
        E_bubble=0;
        set_cc=1;
        if(E_icode== 4'h7 & e_cnd==0)
        begin
            D_bubble=1;
            E_bubble=1;
        end
        else if ((E_icode == 4'h5 | E_icode==4'hB) & (E_dstM==d_srcA | E_dstM==d_srcB))
        begin
            F_stall=1;
            D_stall=1;
            E_bubble=1;
        end
        else if(E_icode == 4'h9 | M_icode == 4'h9 | D_icode == 4'h9)
        begin
            F_stall = 1;
            D_bubble = 1;
        end
        else if(E_icode == 4'h0 | m_stat!=3'b001 | W_stat!= 3'b001)
        begin
            set_cc = 0;
        end
        else
        begin
            F_stall=0;
            D_stall=0;
            D_bubble=0;
            E_bubble=0;
        end
    end
endmodule
```
`flow/run.sh`:
```
#!/bin/bash
# OpenROAD 26Q1-2900-gdf79404cd8, Yosys 0.63+post, stock flow scripts
make -C /OpenROAD-flow-scripts/flow DESIGN_CONFIG=/design/flow/config.mk WORK_HOME=/design/flow/orfs finish
```
`flow/config.mk`:
```
export PLATFORM = sky130hd
export DESIGN_NAME = pipe_control
export DESIGN_NICKNAME = pipe_control
export VERILOG_FILES = /design/flow/design.v
export SDC_FILE = /design/flow/constraint.sdc
export NUM_CORES = 4
export LEC_CHECK = 1
export CORE_AREA = 10 10 70 70
export DIE_AREA = 0 0 80 80
```
`flow/constraint.sdc`:
```
current_design pipe_control

set clk_period 1.8
set clk_io_pct 0.2

create_clock -name clk0 -period $clk_period

set non_clock_inputs [all_inputs -no_clocks]
set_input_delay [expr $clk_period * $clk_io_pct] -clock clk0 $non_clock_inputs
set_output_delay [expr $clk_period * $clk_io_pct] -clock clk0 [all_outputs]
```
==> results_slide.txt <==
Run Summary

Status
  – Outcome: complete, no violations

Finish
  – Commonest cells after routing, fill and taps aside: clkbuf_2 (14), buf_2 (7), xnor2_1 (5), dlymetal6s2s_1 (5), clkdlybuf4s15_1 (4)
  – FF/Latch Area: 0 µm²
  – Fill cells: 385
  – Area Growth Syn to Fin: 199%
  – Flops: 0
  – Share of layout cells above drive strength 1: 0.536
  – Non-Filler Instances: 115
  – Commonest Layout Cell: clkbuf_2
  – Clk_buf instances: 0
  – Multi-input gate area: 294 µm²

Power
  – Worst vdd ir: 25.6 µV
  – Pwr dens: 176 nW/µm²
  – Leak: 0.000346 µW

Placed design
  – Gpl congestion: 0.734
  – Placed Cells: 112
  – Hpwl dp: 1080 µm
  – I/O Buffers: 36

Final timing
  – Worst-Margin Slew: 245 ps
  – Max-slew violations: 0
  – Tcrit/Tclk final: 0.987
  – RSZ-0062 raised after global routing: yes
  – Setup-failing EPs final: 0
  – Total negative slack: 0 ps
  – Hold Violations, Final: 0
  – Max Fclk: 0.563 GHz
  – Min cycle time layout: 1780 ps
  – Slew HR: 0.836

Route
  – Total wire length: 1220 µm
  – Wirelength per Cell: 10.6 µm
  – Remaining DRCs: 0
  – Antenna diodes: 0
  – Starting DRT DRC Count: 1
  – DR vias: 371
  – Final ANT Viol Nets: 0
  – Avg Vias per Cell: 3.23
  – TritonRoute pass-1 iters: 2

GRT
  – Largest net degree at the start of global routing: 6
  – First-pass GRT wire length: 1770 µm
  – Antenna violations before repair: 0
  – M3 GR Usage: 0.00909
  – Met2 GRT Util: 0.0578
  – Met1 Use GR: 0.0409
  – Overall Global Routing Usage: 0.0328
  – Total gr overflow: 0
  – Vias in the first global route: 370
  – Gr busiest metal: met2

Hold path
  – Hold depth: 5
  – HP Class: input port to output pin

Job
  – Tool warning count: 34
  – Max cap viols: 0

Synthesis
  – Cell Area, Synth: 215 µm²
  – Top cells, area: xnor2_1 (33%), nor4bb_1 (9.3%), nand4_1 (8.7%), a21oi_1 (7.0%), a311oi_2 (7.0%)
  – Area leader, netlist: xnor2_1
  – Synthesis warning total: 1
  – Top cell area share: 0.326
  – Unique cell types: 16
  – Yosys Instances: 30
  – Cell count after synthesis: 30
  – Syn avg cell area: 7.17 µm²
  – Yosys stat area: 215 µm²
  – Post-synth seq share: 0

Setup path
  – Crit path DAT: 1420 ps
  – Critical path endpoint category: output pin
  – Critical Path RT: 1440 ps
  – CP Max Fanout: 2
  – Critical path class: input port to output pin
  – Startpoint types: input port

Floorplan
  – Core area: 3420 µm²
  – DIE WIDTH: 80 µm
  – Die area: 6400 µm²
  – Num ports: 36
  – Site Rows: 21
  – Floorplan core density: 0.0630
  – Die H: 80 µm

Clock network
  – CTS Hold Bufs: 0
==> power by group <==
group | internal [µW] | total, µW | switching (µW)
Clock | 0 | 0 | 0
Combinational | 74.4 | 114 | 39.2
Sequential | 0 | 0 | 0
==> logic make-up (layout without fill, tap and decap cells) <==
family          count (synthesis)  count (layout)  synth area share
buf+inv                         1              40            0.0174
compound gates                  6               6             0.198
simple gates                   15              15             0.459
xor+xnor                        8               8             0.326
==> critical path: stages <==
cell and delay (ps):
clkbuf_2 80, nor4bb_4 150, a311oi_2 280, nand2_1 80, or3_1 350, buf_2 120
==> per-stage QoR <==
step	hold slack, ps	setup slack, ps	instance area (µm²)	util	total power [µW]
6_report	1140	24.1	644	0.189	114
5_1_grt	1170	-1.95	644	0.189	123
4_1_cts	1180	-47.4	658	0.193	112
3_5_place_dp	1830	-678	633	0.185	122
3_3_place_gp	1790	-654	633	0.185	120
2_1_floorplan	826	298	215	-	30.9
==> layer usage <==
layer  share of wire  wire length (µm)
met5               0                 0
met4               0                 0
met3            0.11               131
met2            0.49               602
met1            0.40               484
==> cells in the mapped netlist, drive strengths merged <==
cell    count
a21oi       3
a311oi      1
and3b       1
inv         1
nand2       1
nand3b      1
nand4       3
nor2        3
nor3b       1
nor4b       1
nor4bb      2
o21ai       1
o21bai      1
or2         1
or3         1
xnor2       8
==> cell type report <==
class              instances  area share
inverters                  1     0.00583
multi-input cells         29       0.456
well taps                 46      0.0893
repair buffers            39       0.449
==> worst paths after layout <==
path / startpoint / endpoint / slack [ps]
worst max-delay path: D_icode[0] / set_cc / 20
worst min-delay path: E_icode[3] / set_cc / 1140
==> what timing repair did <==
item | in CTS | in global routing
pin swaps | 22 | 17
endpoints found under the setup margin | 5 | 4
endpoints found under the hold margin | 0 | 0
resized | 68 | 39
buffers inserted | 3 | 0
cloned | 0 | 0
No activity file was given, so power comes from the tool's default toggle rates.
