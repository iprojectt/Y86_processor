==> design.v <==
module pc_update(cnd,clk,icode,new_PC,valM,valC,valP);
input [63:0] valC,valM,valP;
input clk,cnd;
input [3:0] icode;
output reg [63:0] new_PC;     
always@(*)
begin
case(icode)
4'b0111:          
begin
    if(cnd)
        new_PC=valC;
    else
        new_PC=valP;
end
4'b1001:       
begin
    new_PC=valM;
end
4'b1000:    
begin
    new_PC=valC;
end
default:         
begin
    new_PC=valP;
end
endcase
end
endmodule
==> run.sh <==
#!/bin/bash
# OpenROAD 26Q1-2900-gdf79404cd8, Yosys 0.63+post, stock flow scripts
make -C /OpenROAD-flow-scripts/flow DESIGN_CONFIG=/design/flow/config.mk WORK_HOME=/design/flow/orfs finish
==> config.mk <==
export PLATFORM = sky130hd
export DESIGN_NAME = pc_update
export DESIGN_NICKNAME = pc_update
export VERILOG_FILES = /design/flow/design.v
export SDC_FILE = /design/flow/constraint.sdc
export NUM_CORES = 4
export LEC_CHECK = 1
export CORE_AREA = 10 10 115 115
export DIE_AREA = 0 0 125 125
==> constraint.sdc <==
current_design pc_update

set clk_period 7.2
set clk_io_pct 0.2

create_clock -name clk0 -period $clk_period

set non_clock_inputs [all_inputs -no_clocks]
set_input_delay [expr $clk_period * $clk_io_pct] -clock clk0 $non_clock_inputs
set_output_delay [expr $clk_period * $clk_io_pct] -clock clk0 [all_outputs]
==> run notes <==
run metrics: outcome=completed, AND-OR/OR-AND share of the synthesized area=0.405, crit path capture type=output pin, PortBufs=between 200 and 300, comb area leader=AND-OR/OR-AND gates, area grow syn2layout=108%, Yosys cell types=14, Die Wd=125 um, Final setup violation count=0, initial antenna violation count=0, wire per inst=around 21 um, Total Wirelength=14.2 mm, filler cell count=roughly 1100, core area=roughly 11000 um2, global-route wire length before repair=between 20 and 25 mm, part of the Yosys area used for sequential elements=0, Ports=between 200 and 300, Worst Max-Slew Pin Slew=774 ps, Leak Pwr=about 1.6 nW, HP Class=primary input to output pin, post-CTS setup buffer count=0, TNS Setup=0 ps, layer carrying the most global-route usage=met2, Die Footprint=15600 um2, Register Area=0 um2, fin crit share=0.813, met2 Use GR=0.255, Slew HR=0.484, max cap viols=0, Yosys top cell by area=mux2_2, diode count=0, largest net degree at the start of global routing=roughly 67, row cnt=38, DRC violations left=0, synthesized area per cell=roughly 7.7 um2, Post-Synth Adder-Cell Area=0, GRT Util Overall=0.161, DR vias/cell=5.57, # resized after CTS=0, Synth top cells by count=64 x a21oi_1, 64 x a222oi_1, 64 x mux2_2, 64 x nor3_1, 22 x buf_2, cells after synthesis=around 310, grt ovf=0, mux share=0.304, Post-Syn Area=around 2400 um2, vias=~3700, CTS Hold Bufs=0, Worst EP arrival=roughly 4400 ps, area reported by Yosys stat=approximately 2400 um2, DP Wirelength=10.3 mm, Tmin final=around 5900 ps, max-slew violation count=0, crit path max fanout=roughly 66, initial drt markers=~530, Hold Fails Final Rpt=0, power per cell area=about 61 nW/um2, DRT Pass-1 Iters=7, Setup WS post-layout=approximately 1300 ps, chip height=between 100 and 150 um, post-route ant nets=0, FP Util=0.219, FF+latch count=0, met3 Use GR=0.0574, top cells by area=mux2_2 30%, a222oi_1 27%, a21oi_1 14%, GR Layer Usage met1=0.217, Yosys Instances=310, CP required=about 5800 ps, Worst Hold Depth=4, PnR Total Power=between 0.0002 and 0.0003 W, Setup CP Type=primary input to output pin, post-place setup slack=~1300 ps, RSZ-0062 raised after global routing=no, share of cells above drive strength 1=0.149, Basic Gates by Area=0.154, gpl congestion=0.839, FMAX=~170 MHz, Max-area cell share=0.304, clock buffers=0, Post-Synth XOR/XNOR Area=0, CP Launch Type=primary input, VDD IR max=between 0.00002 and 0.00003 V, Yosys warning total=1, vias in the first global route=~3600, Log Warnings=33
stage by stage:
| stage | std cells | area (um2) | util | hold WS (ps) |
|---|---|---|---|---|
| final | 671 | 4920 | 0.454 | 3940 |
| after global routing | 671 | 4920 | 0.454 | 3990 |
| after CTS | 671 | 4920 | 0.454 | 3950 |
| after detailed placement | 671 | 4920 | 0.454 | 3950 |
| after global placement | 671 | 4920 | 0.454 | 3930 |
| after floorplan | 310 | 2370 | - | 2970 |
power breakdown:
part	switching [W]	internal, W
clock network	0	0
logic	0.0000928	0.000205
registers	0	0
routing by layer:
metal  up-vias  wire length, um
li1       1791                -
met1      1723             5950
met2       213             6410
met3         8             1720
met4         0               86
met5         -                0
logic make-up (layout without fill, tap and decap cells):
| kind of cell | Yosys count | after routing |
|---|---|---|
| simple gates | 69 | 69 |
| compound gates | 128 | 128 |
| mux | 64 | 64 |
| buf+inv | 49 | 270 |
path summary, 6_finish.rpt:
check	to	startpoint
max	new_PC[25]	icode[2]
min	new_PC[0]	valP[0]
area by class of cell:
class	instances	area (um2)	area share
Tap cell	140	175	0.0356
Timing Repair Buffer	270	2690	0.546
Multi-Input combinational cell	261	2060	0.419
layout by cell type, fill, tap and decap left out:
| cell | instances |
|---|---|
| or2_2 | 1 |
| clkdlybuf4s50_1 | 260 |
| nor3_1 | 64 |
| nor3b_2 | 1 |
| nor4b_2 | 1 |
| buf_2 | 1 |
| and4bb_2 | 1 |
| a21oi_1 | 64 |
| buf_12 | 1 |
| and4b_4 | 1 |
| mux2_2 | 64 |
| a222oi_1 | 64 |
| buf_4 | 8 |
worst max-delay path: stages:
cell and delay, ps:
clkdlybuf4s50_1 550, and4b_4 250, buf_4 510, buf_4 650
a222oi_1 190, a21oi_1 190, clkdlybuf4s50_1 530
Power and IR drop assume default switching activity.
